### config.mk
export PLATFORM = sky130hd
export DESIGN_NAME = OV7670_config
export DESIGN_NICKNAME = OV7670_config
export VERILOG_FILES = /design/flow/design.v
export SDC_FILE = /design/flow/constraint.sdc
export NUM_CORES = 4
export LEC_CHECK = 1
export CORE_UTILIZATION = 40
### constraint.sdc
current_design OV7670_config

set clk_period 4.5
set clk_io_pct 0.2

create_clock -name clk0 -period $clk_period [get_ports {clk}]

set non_clock_inputs [all_inputs -no_clocks]
set_input_delay [expr $clk_period * $clk_io_pct] -clock clk0 $non_clock_inputs
set_output_delay [expr $clk_period * $clk_io_pct] -clock clk0 [all_outputs]
### design.v
`timescale 1ns / 1ps
module OV7670_config #(
	parameter CLK_FREQ = 25000000
	)(
	input clk,     
	input clk_en,  
	input rst_n,   
	input SCCB_interface_ready,
	input [15:0] rom_data,
	input start,
	output logic [7:0] rom_addr,
	output logic done,
	output logic [7:0] SCCB_interface_addr,
	output logic [7:0] SCCB_interface_data,
	output logic SCCB_interface_start
);
	typedef enum bit[1:0] {IDLE, SEND_CMD, DONE, TIMER} fsm_state;
	fsm_state state;
	fsm_state return_state;
	logic [31:0] timer;
	always_ff @(posedge clk or negedge rst_n) begin : proc_state
		if(~rst_n) begin
			state <= IDLE;
		end 
		else if(clk_en) begin
			case (state)
				IDLE:   
				    begin
                       state <= start ? SEND_CMD : IDLE;
                    end
				SEND_CMD: 
				    begin
					    case (rom_data)
                            16'hFFFF: 
                                begin
                                    state <= DONE;
                                end
                            16'hFFF0: 
                                begin
                                    state <= TIMER;
                                end
                            default: 
                                begin
                                    if (SCCB_interface_ready) begin
                                        state <= TIMER;
                                    end
                                end 
					    endcase
				    end
				DONE: 
                    begin
                        state <= IDLE;
                    end
				TIMER: 
                    begin
                        state <= (timer == 0) ? return_state : TIMER;
                    end
				default : 
                    begin
                    end
			endcase
		end
	end
	always_ff @(posedge clk or negedge rst_n) begin : proc_return_state
		if(~rst_n) begin
			return_state <= IDLE;
		end 
		else if(clk_en) begin
			case (state)
				IDLE: 
                    begin
                    end
				SEND_CMD: 
                    begin
                        case (rom_data)
                            16'hFFFF: 
                                begin
                                end
                            16'hFFF0: 
                                begin
                                    return_state <= SEND_CMD;
                                end
                            default: 
                                begin
                                    if (SCCB_interface_ready) begin
                                        return_state <= SEND_CMD;
                                    end
                                end 
                        endcase
                    end
				DONE: 
                    begin
                    end
				TIMER: 
                    begin
                    end
				default : 
                    begin
                    end
			endcase
		end
	end
	always_ff @(posedge clk or negedge rst_n) begin : proc_rom_addr
		if(~rst_n) begin
			rom_addr <= 0;
		end 
		else if(clk_en) begin
			case (state)
				IDLE: 
                    begin
                        rom_addr <= 0;
                    end
				SEND_CMD: 
                    begin
                        case (rom_data)
                            16'hFFFF: 
                                begin
                                end
                            16'hFFF0: 
                                begin
                                    rom_addr <= rom_addr + 1;
                                end
                            default: 
                                begin
                                    if (SCCB_interface_ready) begin
                                        rom_addr <= rom_addr + 1;
                                    end
                                end 
                        endcase
                    end
				DONE: 
                    begin
                    end
				TIMER: 
                    begin
                    end
				default: 
                    begin
                    end
			endcase
		end
	end
	always_ff @(posedge clk or negedge rst_n) begin : proc_done
		if(~rst_n) begin
			done <= 0;
		end 
		else if(clk_en) begin
			case (state)
				IDLE: 
                    begin
                        done <= start ? 0 : done;
                    end
				SEND_CMD: 
                    begin
                    end
				DONE: 
                    begin
                        done <= 1;
                    end
				TIMER: 
                    begin
                    end
				default : 
                    begin
                    end
			endcase
		end
	end
	always_ff @(posedge clk or negedge rst_n) begin : proc_SCCB_interface_addr
		if(~rst_n) begin
			SCCB_interface_addr <= 0;
		end 
		else if(clk_en) begin
			case (state)
				IDLE: 
                    begin
                    end
				SEND_CMD: 
                    begin
                        case (rom_data)
                            16'hFFFF: 
                                begin
                                end
                            16'hFFF0: 
                                begin
                                end
                            default: 
                                begin
                                    if (SCCB_interface_ready) begin
                                        SCCB_interface_addr <= rom_data[15:8];
                                    end
                                end 
                        endcase
                    end
				DONE: 
                    begin
                    end
				TIMER: 
                    begin
                    end
				default : 
                    begin
                    end
			endcase
		end
	end
	always_ff @(posedge clk or negedge rst_n) begin : proc_SCCB_interface_data
		if(~rst_n) begin
			SCCB_interface_data <= 0;
		end 
		else if(clk_en) begin
			case (state)
				IDLE: 
                    begin
                    end
				SEND_CMD: 
                    begin
                        case (rom_data)
                            16'hFFFF: 
                                begin
                                end
                            16'hFFF0: 
                                begin
                                end
                            default: 
                                begin
                                    if (SCCB_interface_ready) begin
                                        SCCB_interface_data <= rom_data[7:0];
                                    end
                                end 
                        endcase
                    end
				DONE: 
                    begin
                    end
				TIMER: 
                    begin
                    end
				default : 
                    begin
                    end
			endcase
		end
	end
	always_ff @(posedge clk or negedge rst_n) begin : proc_SCCB_interface_start
		if(~rst_n) begin
			SCCB_interface_start <= 0;
		end 
		else if(clk_en) begin
			case (state)
				IDLE: 
                    begin
                    end
				SEND_CMD: 
                    begin
                        case (rom_data)
                            16'hFFFF: 
                                begin
                                end
                            16'hFFF0:
                                begin
                                end
                            default: 
                                begin
                                    if (SCCB_interface_ready) begin
                                        SCCB_interface_start <= 1;
                                    end
                                end 
                        endcase
                    end
				DONE: 
                    begin
                    end
				TIMER: 
                    begin
                        SCCB_interface_start <= 0;
                    end
				default : 
                    begin
                    end
			endcase
		end
	end
	always_ff @(posedge clk or negedge rst_n) begin : proc_timer
		if(~rst_n) begin
			timer <= 0;
		end 
		else if(clk_en) begin
			case (state)
				IDLE: 
                    begin
                    end
				SEND_CMD: 
                    begin
                        case (rom_data)
                            16'hFFFF: 
                                begin
                                end
                            16'hFFF0: 
                                begin
                                    timer <= (CLK_FREQ/100);
                                end
                            default: 
                                begin
                                    if (SCCB_interface_ready) begin
                                        timer <= 0;
                                    end
                                end 
                        endcase
                    end
				DONE: 
                    begin
                    end
				TIMER: 
                    begin
                        timer <= (timer == 0) ? 0 : timer - 1;
                    end
				default : 
                    begin
                    end
			endcase
		end
	end
endmodule : OV7670_config
### run.sh
#!/bin/bash
# OpenROAD 26Q1-2900-gdf79404cd8, Yosys 0.63+post, stock flow scripts
make -C /OpenROAD-flow-scripts/flow DESIGN_CONFIG=/design/flow/config.mk WORK_HOME=/design/flow/orfs finish
==> flow_metrics.tcl <==
# yosys + openroad results
set metrics [dict create \
    status "finished clean" \
    finalClockPeriodUsage_pct 71.45 \
    antenna_found_initial 0 \
    enable_flop_cells 0 \
    clkPwrFrac_pct 20.9 \
    drc 0 \
    die_w_um 95.02 \
    synth_cell_type_count 60 \
    post-dp-hpwl_um 5595 \
    cp.required_ps 4730 \
    setup_violations 0 \
    dieArea_um2 9028 \
    power.switching_mw 0.7676 \
    synth_warnings 1 \
    first_pass_iters 4 \
    vdd_drop_max_mv 0.2424 \
    num_vias 2940 \
    power_density_nw_per_um2 518.2 \
    place_congestion 0.8242 \
    clk_path_buf_depth 2 \
    grt_busiest_layer "met1" \
    routed_wl_um 8205 \
    gr-usage-met2_pct 30.16 \
    cts_tree "yes" \
    crit_path_end_kind "flip-flop" \
    setup-tns-final_ps 0 \
    drive_above_1_share_pct 16.42 \
    arrival_ps 3440 \
    rsz0062_at_grt "no" \
    core_um2 8299 \
    die_h_um 95.02 \
    tool_warnings 26 \
    layout_min_cycle_time_ps 3215 \
    cp-start-kind "input pin" \
    aoi_share_pct 19.70 \
    clock_latency_ps 340 \
    fin_cells 507 \
    antenna_cells 0 \
    use_met3_pct 4.785 \
    p_seq_share_pct 40.8 \
    fp_util_pct 41.70 \
    grt.met1_usage_pct 32.21 \
    vias_per_cell 5.799 \
    worst_pin_slew_ps 875.5 \
    yosysChipArea_um2 3461 \
    clk_pin_slew_ps 70 \
    area_delta_synth_final_pct 21.04 \
    grt_remaining_overflow 0 \
    floorplan.rows 33 \
    fin_skew_ps 5.686 \
    ys_sh_simple_pct 24.73 \
    htree_levels 3 \
    clock_sinks 61 \
    cts_setup_buffers 0 \
    synth_stat.cells 352 \
    cp_max_fo 34 \
    place_inst 491 \
    fa_ha_area_share_pct 1.085 \
    maxCapViolCount 0 \
    p_comb_share_pct 38.3 \
    cts_buffers 9 \
    relSlewSlack_pct 41.46 \
    p_leak_nw 1.729 \
    swShare_pct 35.36 \
    pin_count 47 \
    cts_resized 0 \
    syn_inst 352 \
    final_hold_viol_count 0 \
    critical_path_class "in -> reg" \
    min_path_type "reg -> reg" \
    slew_viol_final 0 \
    ys.flops 61 \
    async_flop_share_pct 100.0 \
    internal-power_mw 1.403 \
    postSynthSeqShare_pct 44.11 \
    drt_iter0_drc 113 \
    antenna_left 0 \
    grt_pass1_wl_um 13640 \
    cts-root-buf "clkbuf_8" \
    port-buffer-count 46 \
    wl_per_cell_um 16.18 \
    synth.area.mux_share_pct 5.857 \
    grt_max_degree 38 \
    grt_pass1_vias 2683 \
    topCombFamilyByArea "simple AND/OR/NAND/NOR gates" \
    yosys_most_used_dff "dfrtp_1" \
    synth.avg_cell_area_um2 9.832 \
    max_freq_mhz 311.0 \
    fillers 748 \
    synthXorXnorAreaFrac_pct 0.5061 \
    postCtsHoldBufs 0 \
    synth_area_um2 3461 \
    grt_usage_pct 20.18 \
]
-- per-stage QoR --
step | hold slack [ps] | cell area (µm²) | utilization [%] | total power [mW] | worst slack, ps
after floorplan | 442.6 | 3461 | - | 1.395 | 1779
after global placement | 461.9 | 4003 | 48.23 | 1.722 | 1032
after detailed placement | 461.3 | 4003 | 48.23 | 1.726 | 944.0
after CTS | 477.0 | 4189 | 50.47 | 2.196 | 1315
after global routing | 511.9 | 4189 | 50.47 | 2.335 | 1202
final | 476.7 | 4189 | 50.47 | 2.171 | 1285
-- worst paths after layout --
path	slack, ps	cells past startpoint	end	startpoint
min	480	1	return_state[0]$_DFFE_PN0P_	return_state[0]$_DFFE_PN0P_
min reg2reg	480	1	return_state[0]$_DFFE_PN0P_	return_state[0]$_DFFE_PN0P_
max in group asynchronous	3060	2	timer[16]$_DFFE_PN0P_	rst_n
max reg2reg	1510	5	timer[19]$_DFFE_PN0P_	timer[14]$_DFFE_PN0P_
max	1280	7	timer[6]$_DFFE_PN0P_	rom_data[7]
min in group asynchronous	550	1	rom_addr[5]$_DFFE_PN0P_	rst_n
-- logic make-up after synthesis --
logic type / Yosys count
flops: 61
simple gates: 147
compound gates: 91
xor+xnor: 2
fa+ha+maj: 3
mux: 18
buf+inv: 30
-- per-layer routing --
layer  vias to the layer above  share of wire [%]
met5                         -                  0
met2                        63                 47
met1                      1428                 48
li1                       1447                  -
met3                         2                4.8
met4                         0               0.49
-- sequential cells by signal, indices dropped and copies added (netlist names) --
register	cells
SCCB_interface_start	1
state	2
timer	32
done	1
SCCB_interface_addr	8
SCCB_interface_data	8
rom_addr	8
return_state	1
-- cell type report --
cell class                      count  area (µm²)  area share (%)
Clock buffer                       11       151.4           3.614
Clock inverter                      5       35.03          0.8363
Inverter                           11       41.29          0.9857
Multi-Input combinational cell    261        1795           42.86
Sequential cell                    61        1526           36.44
Tap cell                          105       131.4           3.136
Timing Repair Buffer               53       508.0           12.13
-- critical path: stages --
cell             delay (ps)
clkdlybuf4s50_1         480
nand4_1                 310
or4_1                   800
o211ai_2                200
buf_4                   350
nor3_1                  160
a22o_1                  240
-- power by group through the flow --
stage | Combinational (mW) | Sequential [mW] | Clock (mW)
after global routing | 0.919 | 0.917 | 0.499
final | 0.831 | 0.886 | 0.454
after CTS | 0.836 | 0.886 | 0.474
-- cell usage after synthesis, types with 4 or more instances --
master     number  share of area [%]
nand3_1        16                2.3
dfrtp_1        61                 44
o22ai_1         5               0.90
a22oi_1        11                2.4
buf_4           4               0.87
or3_1          14                2.5
nor3_1         13                1.9
or4_1          10                2.2
o31ai_1         5                1.1
a31oi_1         6                1.1
a31o_2          7                1.8
clkbuf_1       11                1.2
o21ai_0        12                1.7
nand2_1        26                2.8
nand4_1        10                1.8
a2bb2oi_1       5                1.3
nor2_1         21                2.3
inv_1          11                1.2
mux2_2         18                5.9
a22o_1          6                1.5
a21oi_1        15                2.2
-- cells in the final DEF (no fill, tap or decap), types with 4 or more instances in the layout --
cell type | synthesis | final
o22ai_1 | 5 | 5
or3_1 | 14 | 14
a22oi_1 | 11 | 11
dfrtp_1 | 61 | 61
a31o_2 | 7 | 7
buf_4 | 4 | 7
clkinvlp_4 | 0 | 4
nor3_1 | 13 | 13
clkbuf_8 | 0 | 11
nand4_1 | 10 | 10
a22o_1 | 6 | 6
a31oi_1 | 6 | 6
a21oi_1 | 15 | 15
nand3_1 | 16 | 16
nand2_1 | 26 | 26
clkdlybuf4s50_1 | 0 | 45
o21ai_0 | 12 | 12
nor2_1 | 21 | 21
a2bb2oi_1 | 5 | 5
inv_1 | 11 | 11
mux2_2 | 18 | 18
or4_1 | 10 | 10
o31ai_1 | 5 | 5
No activity file was given, so power comes from the tool's default toggle rates.

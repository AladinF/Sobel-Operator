<file path="flow/run.sh">
#!/bin/bash
# OpenROAD 26Q1-2900-gdf79404cd8, Yosys 0.63+post, stock flow scripts
make -C /OpenROAD-flow-scripts/flow DESIGN_CONFIG=/design/flow/config.mk WORK_HOME=/design/flow/orfs finish
</file>
<file path="flow/config.mk">
export PLATFORM = sky130hd
export DESIGN_NAME = vga
export DESIGN_NICKNAME = vga
export VERILOG_FILES = /design/flow/design.v
export SDC_FILE = /design/flow/constraint.sdc
export NUM_CORES = 4
export LEC_CHECK = 1
export CORE_UTILIZATION = 30
</file>
<file path="flow/design.v">
module vga	 
			#(
			parameter hRez = 640,
			parameter hStartSync = 640 + 16,
			parameter hEndSync = 640 + 16 + 96,
			parameter hMaxCount = 640 + 16 + 96 + 48,
			parameter vRez = 480,
			parameter vStartSync = 480 + 10,
			parameter vEndSync = 480 + 10 + 2,
			parameter vMaxCount = 480 + 10 + 2 + 33,
			parameter hsync_active = 1'b0,
			parameter vsync_active = 1'b0
			)
			(
			input                clk24,
			input        [3:0]   frame_pixel,
			input                rst_n,
			output       [18:0]	 frame_addr,
			output logic [3:0]	 vga_red,
			output logic [3:0]	 vga_green,
			output logic [3:0]	 vga_blue,
			output logic 		 vga_hsync,
			output logic		 vga_vsync
			);
	logic [9:0]	   hCounter;
	logic [9:0]	   vCounter;
	logic [18:0]   address;
	logic 		   blank;
	assign frame_addr = hCounter < hRez && address < 640 * 480 ? address : 0;
	always_ff @(posedge clk24 or negedge rst_n) begin : proc_hCounter                  
		if(~rst_n) begin
			hCounter <= '0;
		end 
		else begin
			if (hCounter == hMaxCount - 1) begin
				hCounter <= 10'b0;
			end 
			else begin
				hCounter <= hCounter + 1;
			end
		end
	end
	always_ff @(posedge clk24 or negedge rst_n) begin : proc_vCounter                  
		if(~rst_n) begin
			vCounter <= '0;
		end 
		else begin
			if (hCounter == hMaxCount - 1) begin
				if (vCounter == vMaxCount - 1) begin
					vCounter <= 10'b0;
				end 
				else begin
					vCounter <= vCounter + 1;
				end
			end
		end
	end
	always_ff @(posedge clk24 or negedge rst_n) begin : proc_address                   
		if(~rst_n) begin
			address <= 0;
		end 
		else begin
			if (vCounter >= vRez) begin
				address <= 19'b0;
			end 
			else begin
				if (hCounter < hRez) begin
					address <= address + 1;
				end
			end
		end
	end
	always_ff @(posedge clk24 or negedge rst_n) begin : proc_blank                     
		if(~rst_n) begin
			blank <= 1'b1;
		end 
		else begin
			if (vCounter >= vRez) begin
				blank <= 1'b1;
			end 
			else begin
				if (hCounter < hRez) begin
					blank <= 1'b0;
				end 
				else begin
					blank <= 1'b1;
				end
			end
		end
	end
	always_ff @(posedge clk24 or negedge rst_n) begin : proc_vga_rgb                   
		if(~rst_n) begin
			{vga_red, vga_green, vga_blue} <= '0;
		end 
		else begin
			if (blank == 1'b0) begin
                vga_red <= frame_pixel;
                vga_green <= frame_pixel;
                vga_blue <= frame_pixel;
			end 
			else begin
                vga_red <= 4'b0;
                vga_green <= 4'b0;
                vga_blue <= 4'b0;
			end
		end
	end
	always_ff @(posedge clk24 or negedge rst_n) begin : proc_vga_hsync                 
		if(~rst_n) begin
			vga_hsync <= ~hsync_active;
		end 
		else begin
			if (hCounter > hStartSync && hCounter <= hEndSync) begin
				vga_hsync <= hsync_active;
			end 
			else begin
				vga_hsync <= ~hsync_active;
			end
		end
	end
	always_ff @(posedge clk24 or negedge rst_n) begin : proc_vga_vsync                 
		if(~rst_n) begin
			vga_vsync <= ~vsync_active;
		end 
		else begin
			if (vCounter >= vStartSync && vCounter < vEndSync) begin
				vga_vsync <= vsync_active;
			end 
			else begin
				vga_vsync <= ~vsync_active;
			end
		end
	end
endmodule  
</file>
<file path="flow/constraint.sdc">
current_design vga

set clk_period 4.9
set clk_io_pct 0.2

create_clock -name clk0 -period $clk_period [get_ports {clk24}]

set non_clock_inputs [all_inputs -no_clocks]
set_input_delay [expr $clk_period * $clk_io_pct] -clock clk0 $non_clock_inputs
set_output_delay [expr $clk_period * $clk_io_pct] -clock clk0 [all_outputs]
</file>
==> job_summary.md <==
## Synthesis and layout report

| Metric | Value |
|---|---|
| Capture instance of the worst register-to-register path | `address[18]$_DFFE_PN0P_` |
| Antenna violations before repair | `0` |
| Worst Setup Start Kind | `flop` |
| Final critical-path required period | `3580 ps` |
| Maximum cell stage delay along the critical path | `650 ps` |
| Final weighted congestion in routability-driven placement | `0.771` |
| Floorplan core density | `0.314` |
| Run status | `finished, final reports clean` |
| CTS H-Tree Depth | `2` |
| CP Cell Sequence | `a21o_1 -> a211o_1 -> a21oi_1 -> and2_1 -> clkdlybuf4s50_1` |
| Path type of the worst min-delay path | `flop to flop` |
| Average wire per cell in the routed design | `between 10 and 15 microns` |
| Number of I/O pins | `39` |
| Number of cell instances on the worst register-to-register path | `5` |
| Clk network pwr share | `0.409` |
| Cell count after placement | `about 380` |
| Fmax | `279 MHz` |
| Type of the setup path with the least slack | `flop to output port` |
| Fraction of synthesis flops using an asynchronous set or reset pin | `1.00` |
| Die area | `between 0.008 and 0.009 sq mm` |
| Crit path max-delay family | `AND-OR/OR-AND gates` |
| Switching power | `135 uW` |
| Gate power share | `0.030` |
| Setup violation total in the final timing report | `0` |
| Clock sink count | `46` |
| Clock-pin slew of the registers on the worst-case setup and hold paths | `80 ps` |
| OpenROAD warning count | `27` |
| Buffers on Ports | `38` |
| Reg2reg setup slack | `about 2800 ps` |
| Slew headroom | `0.431` |
| Master cell of the clock root buffer | `sky130_fd_sc_hd__clkbuf_8` |
| Maximum number of pins on one net before global-route repair | `about 47` |
| Power Dens Cells | `between 200 and 250 mW/mm^2` |
| Count of pins over their slew limit | `0` |
| Iteration-0 DRC Markers | `74` |
| Final cycle utilization of the critical path | `0.730` |
| Vias in the first global route | `1731` |
| Hold path depth | `1` |
| Die X-Extent | `92.4 microns` |
| Post-placement worst setup slack | `1600 ps` |
| Area growth from synthesis to layout | `20.9%` |
| Post-CTS setup buffers | `0` |
| Endpoint arrival time on the critical path | `roughly 2600 ps` |
| Portion of synthesized cell area occupied by the leading cell type | `0.439` |
| Cell internal pwr | `546 uW` |
| Buffers from clock root to sink, at most | `2` |
| Endpoint of the most critical setup path | `frame_addr[1]` |
| Worst-path maximum fanout | `16` |
| Predominant post-synthesis flop cell | `sky130_fd_sc_hd__dfrtp_1` |
| Actual slew at the worst max-slew pin | `842 ps` |
| Logic depth of the worst setup path including buffers | `5` |
| HPWL reported at the end of detailed placement | `3150 microns` |
| Count of flip-flops with a built-in enable after synthesis | `0` |
| Number of placement rows | `32` |
| Source of the critical timing path | `address[12]$_DFFE_PN0P_` |
| Number of optimization iterations in the first detailed-route pass | `4` |
| CTS buffer count | `5` |
| Final hold viol count | `0` |
| Number of vias in the routed layout | `1847` |
| Syn Inst Count | `255` |
| Antenna-violating nets left | `0` |
| Inserted Diodes | `0` |
| Slowest stage cell on the critical path | `sky130_fd_sc_hd__a21oi_1` |
| Crit path buffers/inverters | `1` |
| Insertion delay of the later-clocked pin in the worst-skew pair | `300 ps` |
| Fin Setup TNS | `0 ps` |
| Leakage | `0.00126 uW` |
| Seq cells post-synth | `46` |
| Vias per cell | `~4.8` |
| Aggregate routed wire length | `4600 microns` |
| Switching part of the total | `0.198` |
| Fraction of the yosys area taken by sequential cells | `0.471` |
| Share of post-route cells with drive strength above 1 | `0.0526` |
| Total Routing Usage GR | `0.117` |
| Setup repair after global routing missed its margin | `no` |
| Mean post-synth cell area | `just under 10 sq um` |
| Cells resized by post-CTS repair | `0` |
| Capturing element type of the critical path | `output port` |
| TritonCTS clock tree | `built` |
| Cell Type Count | `about 42` |
| Overflow left after global routing | `0` |
| Required time at the worst-slack endpoint | `3920 ps` |
| Remaining routing DRC violations | `0` |
| Post-CTS Hold Buffers | `0` |
| YS chip area | `0.00245 sq mm` |
| Max capacitance violation total | `0` |
| Chip Height | `92.4 microns` |
| IR drop worst, VDD | `0.000160 V` |
| Core footprint | `approximately 0.0078 sq mm` |
| Power after layout | `681 uW` |
| Final Worst Setup Slack | `1320 ps` |
| R2r startpoint | `address[0]$_DFFE_PN0P_` |
| Post-Route Skew | `8.47 ps` |
| Count of instantiated cells in the yosys netlist | `255` |
| Syn Std Cell Area | `0.00245 sq mm` |
| Sequential share of power | `0.561` |
| Largest area contributor in the netlist | `sky130_fd_sc_hd__dfrtp_1` |
| Top cells, area | `sky130_fd_sc_hd__dfrtp_1 (44%), sky130_fd_sc_hd__xnor2_1 (5.0%), sky130_fd_sc_hd__and2_1 (4.3%)` |
| YS warnings | `1` |
| Global-route wire length before repair | `8040 microns` |
| Non-filler instance count after layout | `387` |
[logic make-up (layout without fill, tap and decap cells)]
kind of cell	after synthesis	in the layout	share of synthesized area
AOI/OAI and AO/OA	34	34	0.0837
xor gates and xnor gates	21	21	0.0750
DFF	46	46	0.471
muxes	3	3	0.0133
and+or+nand+nor	120	120	0.275
adders and majority gates	5	5	0.0255
buffers and inverters	26	56	0.0562
[cells in the final DEF, fill, tap and decap left out, types with 2 or more instances in the layout]
cell type,instances
sky130_fd_sc_hd__or4_1,3
sky130_fd_sc_hd__nand4_1,9
sky130_fd_sc_hd__clkbuf_8,5
sky130_fd_sc_hd__mux2_2,2
sky130_fd_sc_hd__nor2b_1,7
sky130_fd_sc_hd__nor2_1,22
sky130_fd_sc_hd__nor3b_1,2
sky130_fd_sc_hd__ha_1,5
sky130_fd_sc_hd__a21oi_1,13
sky130_fd_sc_hd__or3_1,6
sky130_fd_sc_hd__and4_1,5
sky130_fd_sc_hd__nor4_1,4
sky130_fd_sc_hd__nand2_1,17
sky130_fd_sc_hd__clkbuf_1,2
sky130_fd_sc_hd__clkdlybuf4s50_1,37
sky130_fd_sc_hd__dfstp_2,3
sky130_fd_sc_hd__and3_1,7
sky130_fd_sc_hd__dfrtp_1,43
sky130_fd_sc_hd__and2_1,17
sky130_fd_sc_hd__xor2_1,7
sky130_fd_sc_hd__xnor2_1,14
sky130_fd_sc_hd__nand3_1,9
sky130_fd_sc_hd__nor3_1,4
sky130_fd_sc_hd__a22o_1,2
sky130_fd_sc_hd__nand4b_1,3
sky130_fd_sc_hd__inv_1,9
sky130_fd_sc_hd__o21ai_0,11
[registers in the layout, summed over array words and instances, names as in the netlist]
name,cells
vga_vsync,1
vga_red,4
blank,1
vga_hsync,1
address,19
hCounter,10
vCounter,10
[worst register-to-register path, delay by kind of cell, from the launching register on]
kind	cells	cell delay, ps
adder cells (fa/ha/maj)	1	190
AND-OR/OR-AND	1	140
flip-flops	1	440
AND/OR/NAND/NOR	3	1260
[layout make-up]
class | count | area, sq um
clock buffers | 7 | 76.3
multi-input cells | 183 | 1160
repair buffers | 39 | 383
inverters | 9 | 33.8
well taps | 102 | 128
flip-flops and latches | 46 | 1150
clock inverters | 1 | 30.0
fillers | 765 | 4840
[per-layer routing]
layer  wire length (microns)  global-route usage  part of all wire
met1                    2310               0.182              0.50
met5                       0                   0                 0
met4                      77              0.0143             0.017
met2                    2030               0.180              0.44
met3                     187              0.0226             0.041
[worst min path at each step]
stage,start,end,slack [ps]
after global routing,hCounter[0]$_DFF_PN0_,hCounter[0]$_DFF_PN0_,520
final,vCounter[8]$_DFFE_PN0N_,vCounter[8]$_DFFE_PN0N_,500
after CTS,vCounter[8]$_DFFE_PN0N_,vCounter[8]$_DFFE_PN0N_,490
[power by group through the flow]
stage     combinational [uW]  clock, uW  sequential, uW
5_1_grt                 23.3        309             382
4_1_cts                 21.5        288             382
6_report                20.4        278             382
[synth_stat cells, types with 3 or more instances]
cell	count
sky130_fd_sc_hd__nand4_1	9
sky130_fd_sc_hd__xor2_1	7
sky130_fd_sc_hd__or4_1	3
sky130_fd_sc_hd__nand4b_1	3
sky130_fd_sc_hd__buf_4	8
sky130_fd_sc_hd__clkbuf_1	6
sky130_fd_sc_hd__and4_1	5
sky130_fd_sc_hd__nand3_1	9
sky130_fd_sc_hd__dfstp_2	3
sky130_fd_sc_hd__nor3_1	4
sky130_fd_sc_hd__nor2b_1	7
sky130_fd_sc_hd__nor4_1	4
sky130_fd_sc_hd__inv_1	9
sky130_fd_sc_hd__and3_1	7
sky130_fd_sc_hd__dfrtp_1	43
sky130_fd_sc_hd__or3_1	6
sky130_fd_sc_hd__and2_1	17
sky130_fd_sc_hd__o21ai_0	11
sky130_fd_sc_hd__a21oi_1	13
sky130_fd_sc_hd__xnor2_1	14
sky130_fd_sc_hd__ha_1	5
sky130_fd_sc_hd__nor2_1	22
sky130_fd_sc_hd__nand2_1	17
[per-stage QoR]
stage / cell area [sq um] / utilization / hold WS, ps
finish: 2960 / 0.380 / 497
global route: 2960 / 0.380 / 522
CTS: 2960 / 0.380 / 494
detailed placement: 2860 / 0.366 / 480
global placement: 2860 / 0.366 / 486
floorplan: 2450 / - / 451
Power is estimated from default activity; no workload was simulated.
